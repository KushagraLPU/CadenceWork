`design.v`:
```
module Downcounter4bit(clk,y);
input clk;
output reg [3:0]y;
integer i;
initial
y<=4'b0000;
always @(posedge clk)
begin
for (i=0;i<16;i=i+1)
y<=y-4'b0001;
end
endmodule
```
`run.sh`:
```
#!/bin/bash
# OpenROAD 26Q1-2900-gdf79404cd8, Yosys 0.63+post, stock flow scripts
make -C /OpenROAD-flow-scripts/flow DESIGN_CONFIG=/design/flow/config.mk WORK_HOME=/design/flow/orfs finish
```
`config.mk`:
```
export PLATFORM = sky130hd
export DESIGN_NAME = Downcounter4bit
export DESIGN_NICKNAME = Downcounter4bit
export VERILOG_FILES = /design/flow/design.v
export SDC_FILE = /design/flow/constraint.sdc
export NUM_CORES = 4
export LEC_CHECK = 1
export CORE_AREA = 10 10 70 70
export DIE_AREA = 0 0 80 80
```
`constraint.sdc`:
```
current_design Downcounter4bit

set clk_period 1.2
set clk_io_pct 0.2

create_clock -name clk0 -period $clk_period [get_ports {clk}]

set non_clock_inputs [all_inputs -no_clocks]
set_input_delay [expr $clk_period * $clk_io_pct] -clock clk0 $non_clock_inputs
set_output_delay [expr $clk_period * $clk_io_pct] -clock clk0 [all_outputs]
```
==> results.toml <==
# generated from flow reports
[clock_tree]
cts-buffers-inserted = 3
clk_ins_delay_skew_pair_ps = 240
clockRootBuffer = "sky130_fd_sc_hd__clkbuf_4"
cts_tree = "done"
clock_sinks = 4
clkTransAtPathRegs_ps = 40
cts_max_level = 1
clock_path_buffers = 2

[cells_and_area]
post_route_cells_drive_above_1_share = 0.524
layout.area.seq_sq_um = 85.1
area_delta_synth_final_pct = 109
regMostFlops = "y"
n_fill_cell = 406
largest_reg_flops = 4
final_cell_count_without_fillers = 67
reg.largest.list = "y: 4 flops"
layout.area.comb_sq_um = 40.0

[job]
tool_warnings = 25
cap_violations = 0

[place]
number_of_placed_instances_taps_included = 61
place_congestion = 0.672
buffer_ports.inserted = 4
placement.setup.worst_slack_ps = 101

[critical_path]
r2r.worst_path.cells = 4
cp_num_cells = 1
critical_path.top_delay_family = "flip-flops"
regToRegStartpoint = "y[1]"
critPathLaunchType = "register"
endpoint_kind = "primary output"
crit_path_buffers_inverters = 1
critical_path.cell_chain = "dlygate4sd2_1"
worst_ep_arrival_time_ps = 780
data_required_time_at_the_worst_endpoint_ps = 960
crit_path_top_delay_cell = "sky130_fd_sc_hd__dfxtp_2"
cpPeakStageDelay_ps = 320
cp-startpoint = "y[0]"
critical_path.max_fanout = 3
reg2reg_setup_slack_ps = 320
critical_setup_path_kind = "reg2out"

[grt]
first_global_vias = 119
gr-usage-all-layers = 0.0113
antenna_found_initial = 0
grt_pass1_wl_um = 483
grt_overflow = 0
largest_net_degree_at_the_start_of_global_routing = 4

[sta]
worstMarginPinSlew_ps = 147
finalHoldViolations = 0
drv_slew = 0
timing.final.ws_setup_ps = 175
tns_ps = 0
setup_viol = 0
fin_skew_ps = 4.04
timing.hold.ws_ps = 424
worst_slew_margin_rel = 0.901
final_clock_period_utilization_by_the_worst_path = 0.854
unrepaired_setup_endpoints_after_global_routing = "no"
fmaxAchievable_mhz = 976
final_period_minus_worst_setup_slack_ps = 1020

[yosys]
enable_flop_cells = 0
topCellsByArea = "sky130_fd_sc_hd__dfxtp_1 61%, sky130_fd_sc_hd__xor2_1 13%, sky130_fd_sc_hd__ha_1 9.5%"
yosysSeqAreaShare = 0.610
synth_top_area_share = 0.610
yosys_warnings = 1
syn_area_sq_um = 131
synth_cells = 11
netlist-cell-type-count = 5
synth-seq-cells = 4
synth.yosys.chip_area_sq_um = 131
top_cells_by_count = "4 x sky130_fd_sc_hd__dfxtp_1, 3 x sky130_fd_sc_hd__inv_1, 2 x sky130_fd_sc_hd__xor2_1, 1 x sky130_fd_sc_hd__ha_1, 1 x sky130_fd_sc_hd__nor3_2"
yosys.cell_count.top_type = "sky130_fd_sc_hd__dfxtp_1"
avgSynthCellArea_sq_um = 11.9
synth_top_cell_by_area = "sky130_fd_sc_hd__dfxtp_1"
postSynth.asyncResetShare = 0
yosysCellCount = 11
ff_type = "sky130_fd_sc_hd__dfxtp_1"

[power_and_ir_drop]
power.switching_fraction = 0.195
p_sw_uw = 59.4
power.leakage_nw = 0.131
fin_total_pwr_uw = 305
p_comb_frac = 0
powerDensity_nw_per_um2 = 1110
cell_internal_pwr_uw = 246
peakVddDrop_uv = 170
seqPwrFrac = 0.438
power_frac_clock = 0.562

[hold_path]
timing.hold.worst_path_depth = 1
hold_path_startpoint = "y[0]"
worstHoldPathType = "reg2reg"

[routing]
diodes = 0
drtPass1Iterations = 2
routed_via_density = 1.55
initial_drc_count = 1
postRouteWirelength_um = 317
detail_route.drc_violations = 0
drt-wirelength-per-cell_um = 4.73
postRouteAntennaNets = 0
dr_total_vias = 104

[die]
chipWidth_um = 80
die_area_sq_um = 6400
top_level_ports = 5
placeableCoreArea_sq_um = 3420
core.rowCount = 21
initial_cell_density_of_the_core = 0.0385
die_h_um = 80

[run_status]
status = "completed"
stage by stage:
stage,util,instance area (sq um)
floorplan,-,131
finish,0.0802,274
global placement,0.0670,229
global route,0.0802,274
detailed placement,0.0670,229
CTS,0.0802,274
logic make-up after synthesis:
family / after synthesis / synth area share
xor+xnor: 2 / 0.133
simple gates: 1 / 0.0762
buf+inv: 3 / 0.0857
flops: 4 / 0.610
fa+ha+maj: 1 / 0.0952
final cells by class:
type,instances,share of cell area
sequential,4,0.311
timing repair buffer,7,0.210
tap,46,0.210
multi-input combinational,4,0.146
clock buffer,3,0.0822
inverter,3,0.0411
layer usage:
metal  global-route usage  share of wire
met5                    0              0
met4              0.00352          0.019
met3               0.0227           0.32
met2               0.0120           0.29
met1              0.00797           0.37
placed cells by master, fill, tap and decap left out:
master                          n
sky130_fd_sc_hd__ha_1           1
sky130_fd_sc_hd__dfxtp_2        4
sky130_fd_sc_hd__inv_1          3
sky130_fd_sc_hd__nor3_2         1
sky130_fd_sc_hd__buf_4          3
sky130_fd_sc_hd__dlygate4sd2_1  4
sky130_fd_sc_hd__clkbuf_4       3
sky130_fd_sc_hd__xor2_1         2
power by group through the flow:
stage / clock (mW) / combinational, mW / sequential [mW]
finish: 0.172 / 0.0000000827 / 0.133
global route: 0.184 / 0.0000000827 / 0.133
CTS: 0.176 / 0.0000000827 / 0.134
final timing paths:
kind	endpoint
hold / removal	y[0]
setup / recovery	y[0]
hold reg to reg	y[0]
setup reg to reg	y[2]
timing repair:
item                       CTS  global route
hold buffers                 0             0
resized                      8             0
setup endpoints to repair    4             0
buffers inserted             3             0
No activity file was given, so power comes from the tool's default toggle rates.
