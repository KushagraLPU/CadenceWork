**flow/design.v**
```verilog
module UpDowncounter4bit(clk,control,y);
input clk,control;
output reg [3:0]y;
integer i;
initial
y<=4'b0000;
always @(posedge clk)
begin
if(control)
begin
for (i=0;i<16;i=i+1)
y<=y+4'b0001;
end
else
y<=y-4'b0001;
end
endmodule
```
**flow/run.sh**
```bash
#!/bin/bash
# OpenROAD 26Q1-2900-gdf79404cd8, Yosys 0.63+post, stock flow scripts
make -C /OpenROAD-flow-scripts/flow DESIGN_CONFIG=/design/flow/config.mk WORK_HOME=/design/flow/orfs finish
```
**flow/config.mk**
```make
export PLATFORM = sky130hd
export DESIGN_NAME = UpDowncounter4bit
export DESIGN_NICKNAME = UpDowncounter4bit
export VERILOG_FILES = /design/flow/design.v
export SDC_FILE = /design/flow/constraint.sdc
export NUM_CORES = 4
export LEC_CHECK = 1
export CORE_AREA = 10 10 70 70
export DIE_AREA = 0 0 80 80
```
**flow/constraint.sdc**
```tcl
current_design UpDowncounter4bit

set clk_period 2.0
set clk_io_pct 0.2

create_clock -name clk0 -period $clk_period [get_ports {clk}]

set non_clock_inputs [all_inputs -no_clocks]
set_input_delay [expr $clk_period * $clk_io_pct] -clock clk0 $non_clock_inputs
set_output_delay [expr $clk_period * $clk_io_pct] -clock clk0 [all_outputs]
```
==> out/notes.md <==
Using the TritonRoute via totals, the vias-per-cell ratio works out to 1.75. The total overflow left after global routing is 0. The largest register by flop count is y. The register-to-register path setup slack came out at 860 ps.

After synthesis, the design contains 14 cells according to Yosys. From synthesis to final layout, the design area changed by 74.3%. The placement report lists the number of port buffers as 5.

The detailed router finished its first iteration with 10 violations. The core region is 3420 µm². Averaged over all synthesized cells, the footprint is 12.5 µm². The total power per unit cell area was 1260 nW/µm²; the number of rows in the core area was 21. After filler insertion, the fill cell instance count of the layout stands at 409.

The critical path is of the input port to flip-flop type. The Yosys chip area is 175 µm². The hold violation count in the final report was 0.

Across the VDD grid, the largest voltage drop is 0.221 mV. The run gives 0 for the number of antenna violations at the first check in global routing. The floorplan core density came out at 5.13%. Summing all flip-flop and latch instances after layout gives 80.1 µm². In this run the static leakage power is 0.116 nW. The number of global-route vias before repair is 127, and the total of endpoints with negative setup slack in the final report is 0.

Type of origin of the critical path: an input port. The cell area that synthesis handed to floorplanning was 175 µm². The final layout reports a setup TNS of 0 ps. With the number of logged tool warnings at 25, the I/O pin count is 6. The die is 80 µm wide.

For the pin with the worst max-slew slack, the measured transition is 175 ps. Kind of path behind the tightest hold check: flip-flop to flip-flop. Power comes to 0.000386 W.

The number of flip-flops in the largest register was 4; the count of maximum capacitance violations was 0. Together, buffers and inverters on the worst path number 2. The clock tree root buffer cell was clkbuf_4. In the Yosys stats the netlist draws on 8 distinct library cells. The number of antenna diodes in the final layout is 0. The critical path crosses 6 cells after its start point. Cells with a size suffix above 1 make up 18.2% of the layout.

For the cts-stage hold buffer count, the log shows 0. Buffers inserted during clock tree synthesis total 3. For the via total after detailed routing, the log shows 119. Measured along the y axis, the die boundary spans 80 µm. Across all checked pins, the minimum headroom to the slew limit is 88.3%. Sequential cells were found to cover 45.7% of the synthesized design area.

Summed over all routing layers, the global router reports a total usage of 1.30%. The instance count along the most critical hold path was 1; the number of pins exceeding their max-slew limit in the final report was 0. Setup repair after global routing left no endpoint under its margin. The post-route clock period utilization was 77.4%; the count of unresolved DRC violations after routing was 0. In the final layout, the registers with the most flip-flops are y (4). Delay of the slowest cell on the worst path: 500 ps. The post-synthesis register bit count was 4; the global placer's final weighted congestion was 0.636. Data on the critical path arrives at its endpoint at 1670 ps. The later pin in the worst-skew pair is clocked with a latency of 230 ps. After detailed routing, the average wire length per cell comes to 5.19 µm. The number of gates resized after CTS was 0. For reference, the critical path cell chain is clkdlybuf4s50_1 -> inv_1 -> ha_1 -> a21o_1 -> a21oi_2 -> xnor2_1.

The logs give 87.6 µm² for the combinational cell area excluding buffers and inverters and 2 for the maximum buffer depth of the clock tree. The run gives 0 as the residual antenna-violating net count after detailed routing. The run gives 1.28% for the met2 global-route usage. The standard cell with the maximum stage delay on the critical path is clkdlybuf4s50_1. Synthesis handed over a netlist of 14 instances.

STA classifies the critical path endpoint as a flip-flop. The smallest clock period supported by the final layout is computed as 1550 ps. Per the GRT log, the top usage layer is met3. The worst setup skew after layout is 0.749 ps. Clock tree synthesis found a total of 4 sinks. According to the floorplan report, the total die area is 6400 µm².

The tools report the pin count of the biggest net entering global routing as 5. The flow ran to the end, and the final reports show no timing, DRC or antenna violations. The first global-routing pass estimated 579 µm of wire. The post-CTS setup repair buffer count was 0; the post-detailed-routing wire length was 353 µm. The tools report the count of TritonRoute iterations in the first routing pass as 2. The tools report the H-tree depth as 1.

On the critical path the largest part of the delay comes from buffers and inverters. TritonCTS built the clock tree. Timing would allow up to 646 MHz.

The run gives 3 for the highest net fanout along the worst path. The met1 layer usage reported by global route is 1.27%, and the required time at the worst-slack endpoint is 2120 ps. The worst register-to-register path has a depth of 4. The clock transition time at the flip-flop clock pins of the worst setup and hold paths was 40 ps. Synthesis warning total: 1. Global routing consumed, on the met3 layer, 2.27% of the routing resources.
==> worst paths after layout <==
check | end | startpoint
worst max-delay path | y[3] | control
worst min-delay path | y[0] | y[0]
worst max register to register | y[3] | y[1]
worst min register to register | y[0] | y[0]
==> synth_stat cells <==
library cell / n / area [µm²]
ha_1: 2 / 25.0
a21o_1: 1 / 7.51
inv_1: 2 / 7.51
fa_1: 1 / 20.0
xor2_1: 1 / 8.76
dfxtp_1: 4 / 80.1
xnor2_1: 2 / 17.5
a21oi_2: 1 / 8.76
==> layer usage <==
layer	part of all wire, %	vias to the layer above	routed length (µm)
li1	-	61	-
met1	46	51	164
met2	25	7	87
met3	29	0	101
met4	0	0	0
met5	0	-	0
==> cells by family (layout without fill, tap and decap cells) <==
family / Yosys count / in the layout / share of synthesized area (%)
flip-flops: 4 / 4 / 45.7
adder cells (fa/ha/maj): 3 / 3 / 25.7
XOR/XNOR: 3 / 3 / 15.0
AND-OR/OR-AND: 2 / 2 / 9.29
buffers and inverters: 2 / 10 / 4.29
==> power by group <==
part	total (W)	switching (W)	internal (W)
clock	0.0000978	0.0000308	0.0000670
sequential	0.000139	0.0000237	0.000115
combinational	0.000149	0.0000464	0.000103
==> metrics by stage <==
stage | hold slack [ps] | utilization (%) | instances | area, µm² | worst slack (ps)
after global routing | 453 | 8.94 | 68 | 305 | 364
after global placement | 418 | 8.28 | 65 | 283 | 229
after floorplan | 390 | - | 14 | 175 | 788
after detailed placement | 427 | 8.28 | 65 | 283 | 202
final | 432 | 8.94 | 68 | 305 | 451
after CTS | 438 | 8.94 | 68 | 305 | 440
==> cell type report <==
type,instances,share of cell area (%)
Multi-Input combinational cell,8,28.7
Sequential cell,4,26.2
Tap cell,46,18.9
Timing Repair Buffer,5,16.4
Clock buffer,3,7.38
Inverter,2,2.46
==> cell usage in the layout (no fill, tap or decap) <==
| cell | n |
|---|---|
| xnor2_1 | 2 |
| clkdlybuf4s50_1 | 5 |
| a21o_1 | 1 |
| ha_1 | 2 |
| xor2_1 | 1 |
| dfxtp_1 | 4 |
| inv_1 | 2 |
| fa_1 | 1 |
| clkbuf_4 | 3 |
| a21oi_2 | 1 |
Power and IR drop assume default switching activity.
